<file path="config.mk">
export PLATFORM = sky130hd
export DESIGN_NAME = lcd_driver
export DESIGN_NICKNAME = lcd_driver
export VERILOG_FILES = /design/flow/design.v
export SDC_FILE = /design/flow/constraint.sdc
export NUM_CORES = 4
export LEC_CHECK = 1
export CORE_AREA = 10 10 102 102
export DIE_AREA = 0 0 112 112
</file>
<file path="constraint.sdc">
current_design lcd_driver

set clk_period 2.2
set clk_io_pct 0.2

create_clock -name clk0 -period $clk_period [get_ports {clk}]

set non_clock_inputs [all_inputs -no_clocks]
set_input_delay [expr $clk_period * $clk_io_pct] -clock clk0 $non_clock_inputs
set_output_delay [expr $clk_period * $clk_io_pct] -clock clk0 [all_outputs]
</file>
<file path="design.v">
module lcd_driver (dataa, datab, result, clk, clk_en, start, reset, done, rs, rw, en, db);
	input [31:0] dataa;
	input [31:0] datab;
	input clk;
	input clk_en;
	input start;
	input reset;
	output reg [31:0] result;
	output reg done;
	output reg rs;
	output rw;
	output reg en;
	output reg[7:0] db;
	assign rw = 1'b0;
	reg [15:0] contador;
	localparam waiting = 2'b00, working = 2'b01, finish = 2'b11;
	reg [1:0] state;
	always @ (posedge clk or posedge reset) begin
		if (reset) begin
			contador <= 16'd0;
			rs       <= 1'b0;
			en       <= 1'b1;
			db       <= 8'b0;
			state    <= 1'b0;
		end else begin
			if (clk_en) begin
				case (state)
					waiting:begin
						done <= 1'b0;
						en <= 1'b1;
						if (start) begin
							state <= working;
							rs <= dataa[0];
							db <= datab[7:0];
							contador <= 16'd0;
						end else begin
							state <= waiting;
						end
					end
					working:begin  
						done <= 1'b0;
						if (contador == 16'd50_000) begin
							state <= finish;
							en    <= 1'b0;
							contador <= 16'd0;
						end else begin
							contador <= contador + 1'd1;
							state <= working;
						end
					end
					finish:begin  
						if (contador == 16'd50_000) begin
							done <= 1'b1;
							result <= 1'b1;
							state <= waiting;
							contador <= 16'd0;
							en <= 1'b0;
						end else begin
							contador <= contador + 16'd1;
						end
					end
				endcase
			end
		end
	end
endmodule
</file>
<file path="run.sh">
#!/bin/bash
# OpenROAD 26Q1-2900-gdf79404cd8, Yosys 0.63+post, stock flow scripts
make -C /OpenROAD-flow-scripts/flow DESIGN_CONFIG=/design/flow/config.mk WORK_HOME=/design/flow/orfs finish
</file>
==> impl_metrics.yaml <==
# generated from flow reports
power_and_ir_drop:
  switchingPower_uw: 227
  power_density_nw_per_um2: 524
  pwr-share-seq_pct: 49.5
  intPower_uw: 894
  clock_power_share_pct: 46.6
  p_leak_uw: 0.000955
  irDropWorstVdd_mv: 0.246
  combPwrFrac_pct: 4.0
  switching_share_pct: 20.2
logic_synthesis:
  ys_seq_share_pct: 43.6
  syn_inst: 176
  synth_area_sq_um: 1740
  synth-edff-count: 1
  top_cells_by_count: "34 x buf_4, 27 x dfrtp_1, 13 x a21oi_1"
  synthDistinctLibCells: 36
  synth.top_cell.area_share_pct: 38.8
  ys_cells: 176
  async_reset_ff_share_pct: 96.7
  ys_warn_count: 1
  yosys.stat.chipArea_sq_um: 1740
  avgSynthCellArea_sq_um: 9.89
  most_common_cell: "buf_4"
  top_area_cell: "dfrtp_1"
  flop_cell: "dfrtp_1"
  top_cells_by_area: "dfrtp_1 39%, buf_4 15%, mux2_2 6.5%, a21oi_1 3.7%, dfstp_2 3.0%"
  ys.flops: 30
critical_path:
  crit_buf_inv: 1
  cpLargestDelayFamily: "simple AND/OR/NAND/NOR gates"
  max_stage_delay_ps: 420
  reg2reg_slack_ps: 300
  r2r-start: "contador[0]"
  ff2ff_path_depth: 6
  path_cells: "ha_1 -> and3_2 -> nand4_1 -> buf_4 -> or3_1 -> a21oi_1"
  end_kind: "flip-flop"
  start_kind: "flip-flop"
  required_ps: 2410
  timing.rr.end: "contador[8]"
  worstSetupPathType: "flip-flop to flip-flop"
  cp.arrival_ps: 2110
  cpMaxStageDelayCell: "dfrtp_1"
  path_max_fanout: 6
timing:
  fmax_ghz: 0.525
  fin_ws_ps: 296
  min_period_ps: 1900
  fin_setup_tns_ps: 0
  skew_ps: 6.01
  rsz0062_at_grt: "no"
  hold_viol_final: 0
  drv_slew: 0
  period_used_pct: 86.6
  setup_viol: 0
route:
  wl_mm: 3.69
  drtIter0Drc: 49
  num_antenna_cells: 0
  dr.pass1.iters: 4
  drc: 0
  post_drt_wl_per_cell_um: 11.7
  postRouteAntennaNets: 0
  vias_per_cell: 4.09
  vias: 1287
global_route:
  grt_pass1_vias: 1265
  grt_use_total_pct: 5.63
  grt_max_degree: 22
  grt_pass1_wl_mm: 6.07
  grt_antenna_before_repair: 0
  gr-total-overflow: 0
placed_design:
  dp_hpwl_mm: 2.83
  place_congestion: 0.821
  portBuffers: 23
  pre_cts_slack_ps: 32.5
min_path:
  min_path_type: "primary input to async pin"
floorplanning:
  num_rows: 33
  die_h_um: 112
  die_w_um: 112
  ioPinCount: 112
  dieArea_sq_um: 12500
  coreArea_sq_um: 8220
  fp-utilization_pct: 21.2
clock_network:
  cts_hold_buffers: 0
  cts_tree: "yes"
  clk_pin_slew_ps: 70
  cts_buffer_depth: 2
  cts.sinks: 30
  clk-insertion-delay-late_ps: 280
  h-tree-depth: 2
  cts_made_buffers: 5
  clockRootBuffer: "clkbuf_8"
  ctsResizeCount: 0
  postCtsSetupRepairBufs: 0
status:
  status: "complete, no violations"
final_layout:
  drive_gt1_share_pct: 17.6
  n_fill_cell: 838
  area_delta_synth_final_pct: 22.8
run:
  tool_warnings: 81
  drv_cap: 0
## sequential cells by signal (all words and copies together) (netlist names)
name,cells
contador,16
db,8
state,3
done,1
en,1
rs,1
## layout make-up
| cell class | count | area (sq um) | share of cell area, % |
|---|---|---|---|
| Clock buffer | 8 | 110 | 5.15 |
| Inverter | 9 | 33.8 | 1.58 |
| Multi-Input combinational cell | 130 | 786 | 36.8 |
| Sequential cell | 30 | 758 | 35.5 |
| Tap cell | 105 | 131 | 6.15 |
| Timing Repair Buffer | 33 | 318 | 14.9 |
## layout by cell type, fill, tap and decap left out, types with 2 or more instances in the layout
cell,instances
o21ai_0,10
or3_1,6
o31ai_1,5
ha_1,2
conb_1,33
a21oi_1,13
inv_1,9
clkdlybuf4s50_1,23
buf_4,9
dfstp_2,2
nand2_1,11
nor2_1,4
clkbuf_8,8
a31oi_1,3
nand4_1,5
o22ai_1,2
or4_1,5
dfrtp_1,27
nand3_1,6
mux2_2,10
nand2b_1,2
## logic make-up after synthesis
family          Yosys count  share of synthesized area, %
compound gates           34                          11.1
xor+xnor                  1                         0.503
fa+ha+maj                 2                          1.44
buf+inv                  47                          18.0
flops                    30                          43.6
mux                      10                          6.47
other cells               2                         0.432
simple gates             50                          18.5
## per-layer routing
layer	global-route usage [%]	share of wire [%]	wire length [um]	vias up
met5	0	0	0	-
met4	0.423	0	0	0
met3	2.66	8.0	297	0
met2	8.55	47	1750	37
met1	7.48	45	1640	624
li1	-	-	-	626
## per-stage QoR
stage	util (%)	instance area, sq um	hold WS, ps	power, uW	instances
final	26.0	2140	478	1120	315
after global routing	26.0	2140	516	1160	315
after CTS	26.0	2140	488	1140	315
after detailed placement	24.7	2030	492	612	307
after global placement	24.7	2030	488	613	307
after floorplan	-	1860	454	619	207
## how the worst max path moves through the flow
stage | start | to | slack, ps | cells past startpoint
finish | contador[0] | contador[8] | 300 | 6
global route | contador[0] | contador[14] | 170 | 5
CTS | contador[0] | contador[8] | 300 | 6
## power by group through the flow
stage	Clock, uW	Combinational (uW)	Sequential (uW)
after global routing	559	51.9	554
final	522	44.3	554
after CTS	535	47.8	554
No activity file was given, so power comes from the tool's default toggle rates.
