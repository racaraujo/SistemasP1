File: design/flow/config.mk
export PLATFORM = sky130hd
export DESIGN_NAME = up_down_counter
export DESIGN_NICKNAME = up_down_counter
export VERILOG_FILES = /design/flow/design.v
export SDC_FILE = /design/flow/constraint.sdc
export NUM_CORES = 4
export LEC_CHECK = 1
export CORE_AREA = 10 10 70 70
export DIE_AREA = 0 0 80 80
File: design/flow/constraint.sdc
current_design up_down_counter

set clk_period 3.8
set clk_io_pct 0.2

create_clock -name clk0 -period $clk_period [get_ports {clk}]

set non_clock_inputs [all_inputs -no_clocks]
set_input_delay [expr $clk_period * $clk_io_pct] -clock clk0 $non_clock_inputs
set_output_delay [expr $clk_period * $clk_io_pct] -clock clk0 [all_outputs]
File: design/flow/design.v
module up_down_counter(input clk, reset,up_down, output[7:0]  counter
    );
reg [7:0] counter_up_down;
always @(posedge clk or posedge reset)
begin
if(reset)
 counter_up_down <= 8'h0;
else if(~up_down)
 counter_up_down <= counter_up_down + 8'd1;
else
 counter_up_down <= counter_up_down - 8'd1;
end 
assign counter = counter_up_down;
endmodule
File: design/flow/run.sh
#!/bin/bash
# OpenROAD 26Q1-2900-gdf79404cd8, Yosys 0.63+post, stock flow scripts
make -C /OpenROAD-flow-scripts/flow DESIGN_CONFIG=/design/flow/config.mk WORK_HOME=/design/flow/orfs finish
==> run notes <==
Run status
* complete, no violations — result of the run

Pwr
* 0.180 mV — Max IR drop VDD
* 0.291 nW — leakage power of the design
* 752 mW/mm² — areal power density over the cells

STA
* 0.00479 ns — worst clock skew
* 0.368 ns — transition time at the pin with the least slew margin
* 0.422 GHz — f_max
* 0 — number of hold violations in the final report
* no — unrepaired setup endpoints after global routing
* 0.623 — Final period util
* 0.754 — worst rel slew slack
* 0 — total of endpoints with negative setup slack in the final report
* 0 ns — total negative slack for setup checks
* 2.37 ns — fin crit period
* 0 — final number of max-transition violations

Clocking
* 0.25 ns — insertion delay at the late pin of the worst-skew pair
* 0 — quantity of gates resized following cts
* 0.06 ns — register clock-pin slew on the reported worst setup and hold paths
* 0 — number of buffers added for setup after CTS
* 8 — total number of clock tree sinks
* 2 — largest buffer count on any clock path
* 1 — count of H-tree levels built during CTS
* 0 — hold buffer count at cts
* 3 — CTS buffer count
* sky130_fd_sc_hd__clkbuf_4 — root buffer cell
* yes — CTS tree

Final layout
* 34.4% — area added between synthesis and finish
* counter_up_down — register with the most flip-flops
* 0.0635 — ratio of cells with drive above 1 in the final layout
* 109 — post-layout instance count excluding filler cells
* counter_up_down: 8 flops — Top Registers
* 8 — max FFs per register

Hold path
* counter_up_down[0]$_DFF_PP0_ — Worst Min Path Start
* counter_up_down[0]$_DFF_PP0_ — Hold Crit Endpoint
* 1 — worst hold path depth
* reg -> reg — worst hold path class

Drt
* 9.66 µm — per-cell routed wire length
* 0 — Diodes inserted
* 0 — Remaining DRCs
* 0 — Post-DRT Antenna Nets
* 4 — first drt pass iteration count
* 426 — vias after detailed routing
* 45 — DR iter-0 viols
* 1.05 mm — total wire length
* 3.91 — DR vias/cell

Worst setup path
* counter_up_down[5]$_DFF_PP0_ — reg-to-reg endpoint
* counter_up_down[1]$_DFF_PP0_ — beginning of the worst register-to-register path
* 2.49 ns — arrival time at the worst endpoint
* 4 — cell depth of the worst flop-to-flop path
* 3.92 ns — data required time at the worst endpoint
* in -> reg — worst setup path class
* input port — Worst setup SP type
* 8 — maximum net fanout on the critical path
* 2.31 ns — slack of the worst reg-to-reg path
* register — CP endpoint kind

Global routing
* 425 — number of global-route vias before repair
* 1.91 mm — first-pass GRT wire length
* 0.0373 — total global routing track utilization
* 9 — largest net degree at the start of global routing
* 0 — initial antenna violation count
* 0 — global route total overflow

Synth
* 0.0885 — simple-gate share of the synthesized area
* 0.0670 — XOR/XNOR Fraction of Synth Area
* 0.383 — Synth Seq Share
* 1.00 — async set-reset flop share out of synthesis
* sky130_fd_sc_hd__dfrtp_1 — most frequently used flop master after synthesis
* sky130_fd_sc_hd__dfrtp_1 (8), sky130_fd_sc_hd__ha_1 (6), sky130_fd_sc_hd__inv_1 (6), sky130_fd_sc_hd__a21oi_1 (5), sky130_fd_sc_hd__o211ai_1 (3) — most numerous cell types in the synthesized netlist
* 8 — post-synthesis sequential element count
* 0.383 — Top-area cell share
* 0.237 — compound-gate portion of the synthesized area
* 523 µm² — Netlist Area Pre-Place
* 50 — count of instantiated cells in the yosys netlist
* 523 µm² — Yosys chip area
* AND-OR/OR-AND gates — dominant kind of combinational cell
* sky130_fd_sc_hd__dfrtp_1 (38%), sky130_fd_sc_hd__ha_1 (14%), sky130_fd_sc_hd__a21oi_1 (4.8%), sky130_fd_sc_hd__inv_1 (4.3%), sky130_fd_sc_hd__o211ai_1 (4.3%) — most area-consuming cells after synthesis
* sky130_fd_sc_hd__dfrtp_1 — cell type with the largest total area after synthesis
* sky130_fd_sc_hd__dfrtp_1 — count leader, synth
* 10.5 µm² — Mapped Avg Cell Area
* 0 — count of flip-flops with a built-in enable after synthesis
* 1 — Synthesis Warnings
* 0 — MUX area fraction
* 24 — number of distinct library cells after synthesis
* 0.182 — Adder Area Share
* 50 — post-synthesis instance total

Floorplan
* 80 µm — die x size
* 0.00342 mm² — core area
* 80 µm — die y size
* 0.153 — fp_density
* 21 — Cell Rows
* 11 — I/O pin total
* 0.00640 mm² — overall die area

Placement
* 0.778 — routability congestion estimate from global placement
* 106 — Cell Count Post-Placement
* 10 — count of input and output buffers
* 886 µm — final HPWL from detailed placement

Job
* 0 — max-capacitance violation count
* 25 — Log Warnings

[through the flow]
stage	power, mW	hold WS, ns	area [µm²]	worst slack (ns)	utilization
after floorplan	0.351	0.452	523	2.00	-
after global placement	0.468	0.514	681	1.16	0.199
after detailed placement	0.472	0.521	681	1.15	0.199
after CTS	0.541	0.527	703	1.42	0.206
after global routing	0.593	0.546	703	1.31	0.206
final	0.529	0.516	703	1.43	0.206
[critical path, stage by stage]
cell and delay (ns):
sky130_fd_sc_hd__clkdlybuf4s50_1 0.69, sky130_fd_sc_hd__inv_1 0.11, sky130_fd_sc_hd__fa_1 0.50, sky130_fd_sc_hd__nor2b_4 0.16, sky130_fd_sc_hd__o31a_1 0.16, sky130_fd_sc_hd__o311ai_1 0.10
[power by group]
part / switching, mW / internal (mW) / leakage (nW) / total [mW]
logic: 0.136 / 0.179 / 0.181 / 0.315
registers: 0.0227 / 0.127 / 0.0962 / 0.150
clock network: 0.0281 / 0.0361 / 0.0138 / 0.0642
[logic make-up (layout without fill, tap and decap cells)]
kind of cell	after synthesis	after routing
xor gates and xnor gates	4	4
AOI/OAI and AO/OA	18	18
DFF	8	8
and+or+nand+nor	7	7
adders and majority gates	7	7
buffers and inverters	6	19
[layout by cell type, fill, tap and decap left out]
cell / netlist / layout
sky130_fd_sc_hd__o311ai_1: 1 / 1
sky130_fd_sc_hd__ha_1: 6 / 6
sky130_fd_sc_hd__o311ai_0: 1 / 1
sky130_fd_sc_hd__nor3b_1: 1 / 1
sky130_fd_sc_hd__clkdlybuf4s50_1: 0 / 10
sky130_fd_sc_hd__nor2b_1: 1 / 1
sky130_fd_sc_hd__a221oi_1: 1 / 1
sky130_fd_sc_hd__nor2b_4: 1 / 1
sky130_fd_sc_hd__nor3_1: 1 / 1
sky130_fd_sc_hd__o31a_1: 1 / 1
sky130_fd_sc_hd__inv_1: 6 / 6
sky130_fd_sc_hd__dfrtp_1: 8 / 8
sky130_fd_sc_hd__a21o_1: 1 / 1
sky130_fd_sc_hd__a21oi_1: 5 / 5
sky130_fd_sc_hd__xor2_1: 2 / 2
sky130_fd_sc_hd__nand2_1: 1 / 1
sky130_fd_sc_hd__o21ai_0: 2 / 2
sky130_fd_sc_hd__xnor2_1: 2 / 2
sky130_fd_sc_hd__o21a_1: 1 / 1
sky130_fd_sc_hd__nand2b_1: 1 / 1
sky130_fd_sc_hd__nor2_1: 1 / 1
sky130_fd_sc_hd__a211oi_1: 1 / 1
sky130_fd_sc_hd__o2bb2ai_1: 1 / 1
sky130_fd_sc_hd__o211ai_1: 3 / 3
sky130_fd_sc_hd__fa_1: 1 / 1
sky130_fd_sc_hd__clkbuf_4: 0 / 3
[how the worst max path moves through the flow]
stage,cells past startpoint,to,slack [ns],from
global route,6,counter_up_down[6]$_DFF_PP0_,1.31,up_down
CTS,6,counter_up_down[6]$_DFF_PP0_,1.42,up_down
finish,6,counter_up_down[6]$_DFF_PP0_,1.43,up_down
[routing by layer]
layer / track usage / routed length (µm) / up-vias
met5: 0 / 0 / -
met4: 0.00352 / 8 / 0
met3: 0.0284 / 154 / 2
met2: 0.0538 / 428 / 18
met1: 0.0448 / 460 / 195
li1: - / - / 211
[cell type report]
class	count	area [µm²]
fill	387	2710
inverter	6	22.5
clock buffer	3	22.5
multi-input combinational	36	300
sequential	8	200
tap	46	57.6
timing repair buffer	10	100
Power and IR drop assume default switching activity.
